==> /design/flow/config.mk <==
export PLATFORM = sky130hd
export DESIGN_NAME = ADC
export DESIGN_NICKNAME = ADC
export VERILOG_FILES = /design/flow/design.v
export SDC_FILE = /design/flow/constraint.sdc
export NUM_CORES = 4
export LEC_CHECK = 1
export CORE_AREA = 10 10 86 86
export DIE_AREA = 0 0 96 96
==> /design/flow/constraint.sdc <==
current_design ADC

set clk_period 2.1
set clk_io_pct 0.2

create_clock -name clk0 -period $clk_period [get_ports {clk}]

set non_clock_inputs [all_inputs -no_clocks]
set_input_delay [expr $clk_period * $clk_io_pct] -clock clk0 $non_clock_inputs
set_output_delay [expr $clk_period * $clk_io_pct] -clock clk0 [all_outputs]
==> /design/flow/design.v <==
module ADC(
    input clk,
    input adcData,
    output adcClk,
    output reg adcCs,
    output reg sampleClk,
    output reg [7:0] sample
);
reg [3:0] currentEdge = 0;
reg [12:0] bitsIn = 0;
assign adcClk = clk;
reg adcDataNeg;
always @(negedge clk) begin
    adcDataNeg <= adcData;
end
always @(posedge clk) begin
    currentEdge <= currentEdge + 1'b1;
    if(currentEdge < 5'd14)
    begin
        bitsIn <= {bitsIn[11:0], adcDataNeg};
        adcCs <= 1'b0;
        sampleClk <= 1'b0;
    end else if(currentEdge == 5'd14) begin
        adcCs <= 1'b1;
        bitsIn <= 13'd0;
        sample <= bitsIn[1 +: 8];
        sampleClk <= 1'b1;
    end
end
endmodule
==> /design/flow/run.sh <==
#!/bin/bash
# OpenROAD 26Q1-2900-gdf79404cd8, Yosys 0.63+post, stock flow scripts
make -C /OpenROAD-flow-scripts/flow DESIGN_CONFIG=/design/flow/config.mk WORK_HOME=/design/flow/orfs finish
==> reports/metrics.yaml <==
status:
  result_of_the_run: "completed"
critical_path:
  crit_fanout: 2
  crit_path_end_kind: "output port"
  critPathArrivalTime_ns: 1.50
  number_of_cell_instances_on_the_worst_register_to_register_path: 1
  crit_path_start_kind: "clock port"
  r2r_setup_slack_ns: 0.33
  worst_ep_required_time_ns: 1.68
  timing_worst_setup_path_type: "clock port to output port"
  reg_to_reg_startpoint: "adcDataNeg"
  r2r_end: "bitsIn[0]"
placed_design:
  post_detailed_placement_cell_area_um2: 1010
  finalWeightedCongestion: 0.743
  buffer_ports.inserted: 12
  pre_cts_slack_ns: 0.121
floorplan:
  fp.dieH_um: 96
  dieWidth_um: 96
  fp_util: 0.148
  placementRows: 27
  ios: 13
  core_area_um2: 5540
  chipArea_um2: 9220
routing:
  drt_wl_total_um: 1070
  initial_drt_pass_iterations: 2
  drt-vias-per-instance: 2.76
  route.detailed.wl_per_inst_um: 7.84
  vias: 378
  drtIter0Drc: 14
  drt_drc_violations_left: 0
  ant_nets: 0
  antenna_cells_inserted: 0
final_layout:
  final_area_um2: 1100
  fill_cell_count: 601
  final_layout_top_logic_cells: "edfxtp_1, clkdlybuf4s50_1, and2_4"
  final_layout_top_logic_cell: "edfxtp_1"
  layout_cells_sized_above_1: 0.292
  syn2layout_area_growth_pct: 33.8
global_routing:
  grt_antenna_before_repair: 0
  met2_usage: 0.0364
  grt_pass1_wl_um: 1670
  first_global_vias: 366
  gr-total-overflow: 0
  grt.busiest_layer: "met2"
  grt_max_degree: 14
  grt_use_total: 0.0241
  grt_use_met3: 0.0197
  grt_util_met1: 0.0260
final_timing:
  worst_pin_slew_ns: 0.253
  setup_ws_ns: 0.180
  hold_viol: 0
  fin_setup_tns_ns: 0
  slew-limit-headroom: 0.831
  setup_viol: 0
  clock-skew-final_ns: 0.0765
  rsz_0062_raised_after_global_routing: "false"
  finalMaxSlewViolations: 0
cts:
  post-cts-setup-buffers: 0
  clkLatencyLatePin_ns: 0.43
  hold_bufs_inserted_after_cts: 0
  path_clk_slew_ns: 0.07
  post_cts_resize_count: 1
  cts_tree: "done"
logic_synthesis:
  post_synth_mux_area_share: 0
  yosys.area_share.xor_xnor: 0.0213
  yosys-stat-cells: 48
  netlist_instances: 48
  yosys.area_share.simple: 0.134
  logic_family: "simple AND/OR/NAND/NOR gates"
  ys_chip_area_um2: 821
  fa_ha_area_frac: 0.0305
  ys_seq_elements: 23
  post_synth_design_cell_area_um2: 821
  number_of_library_cell_types_mapped_by_synthesis: 14
  yosys_warnings: 1
  avg_inst_size_synth_um2: 17.1
  post_synth_ao_oa_area_fraction: 0
  synth.yosys.seq_area_share: 0.768
pwr:
  power_per_cell_area_nw_per_um2: 828
  p_leak_nw: 0.384
  maximum_vdd_drop_mv: 0.597
job:
  warnings: 27
  max_cap_viol_count: 0
worst_hold_path:
  timing.hold.worst_path_depth: 0
  min-delay-path-class: "flop to flop"
  worstHoldEndpoint: "sample[7]"
  min_from: "bitsIn[8]"
cells in the mapped netlist:
master,instances,area share
and2_2,1,0.0091
and2_4,8,0.085
buf_4,2,0.018
buf_6,1,0.014
dfxtp_1,6,0.15
edfxtp_1,17,0.62
ha_1,2,0.030
inv_1,3,0.014
nand3_1,1,0.0061
nand3_2,1,0.012
nor2_1,3,0.014
or2_2,1,0.0076
xnor2_1,1,0.011
xor2_1,1,0.011
area by class of cell:
type | instances | area, um^2 | share of cell area
clock buffer | 7 | 91.3 | 0.0831
sequential | 23 | 631 | 0.574
timing repair buffer | 12 | 118 | 0.107
multi-input combinational | 19 | 153 | 0.139
inverter | 2 | 7.51 | 0.00683
clock inverter | 2 | 8.76 | 0.00797
tap | 72 | 90.1 | 0.0820
critical path, stage by stage:
cell           delay (ns)
clkbuf_8             0.11
clkbuf_8             0.11
dlygate4sd2_1        0.23
state kept, by name, summed over array words and instances, names as in the netlist:
signal / cells
adcDataNeg: 1
bitsIn: 9
currentEdge: 4
sample: 8
sampleClk: 1
how the worst max path moves through the flow:
| stage | from | slack, ns | endpoint |
|---|---|---|---|
| after global routing | clk | 0.16 | adcClk |
| final | clk | 0.18 | adcClk |
| after CTS | clk | 0.17 | adcClk |
where the power goes:
| group | internal [W] | switching (W) | leakage [nW] |
|---|---|---|---|
| Clock | 0.000272 | 0.000154 | 0.0538 |
| Combinational | 0.00000160 | 0.000000145 | 0.125 |
| Sequential | 0.000482 | 0.000000245 | 0.205 |
cell families after synthesis:
family	after synthesis
fa+ha+maj	2
flops	23
simple gates	15
buf+inv	6
xor+xnor	2
per-stage QoR:
step	power [W]	hold slack, ns	util	instances
floorplan	0.000521	0.400	-	48
global placement	0.000531	0.402	0.183	130
detailed placement	0.000531	0.405	0.183	130
CTS	0.000927	0.424	0.198	137
global route	0.000953	0.447	0.198	137
finish	0.000910	0.422	0.198	137
layer usage:
metal | wire length, um | part of all wire
met1 | 445 | 0.41
met2 | 464 | 0.43
met3 | 164 | 0.15
met4 | 0 | 0
met5 | 0 | 0
Power figures rest on the tool's default switching activity, not on a simulated workload.
