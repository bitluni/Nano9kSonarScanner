<file path="design/flow/constraint.sdc">
current_design LCD

set clk_period 2.9
set clk_io_pct 0.2

create_clock -name clk0 -period $clk_period [get_ports {PixelClk}]

set non_clock_inputs [all_inputs -no_clocks]
set_input_delay [expr $clk_period * $clk_io_pct] -clock clk0 $non_clock_inputs
set_output_delay [expr $clk_period * $clk_io_pct] -clock clk0 [all_outputs]
</file>
<file path="design/flow/design.v">
module LCD
(
    input                   CLK,
    input                   nRST,
    input                   PixelClk,
    output                  LCD_DE,
    output                  LCD_HSYNC,
    output                  LCD_VSYNC,
	output          [4:0]   LCD_B,
	output          [5:0]   LCD_G,
	output          [4:0]   LCD_R,
    input           [7:0]   data,
    output reg      [15:0]  x,
    output reg      [15:0]  y,
    output reg              valid
);
    reg [15:0]  tx;
    reg [15:0]  ty;
    reg [7:0] frame;
	localparam      V_BackPorch = 16'd0;  
	localparam      V_Pluse 	= 16'd5; 
	localparam      HightPixel  = 16'd480;
	localparam      V_FrontPorch= 16'd45;  
	localparam      H_BackPorch = 16'd182;
	localparam      H_Pluse 	= 16'd1; 
	localparam      WidthPixel  = 16'd800; 
	localparam      H_FrontPorch= 16'd210;
    localparam      PixelForHS  =   WidthPixel + H_BackPorch + H_FrontPorch;  	
    localparam      LineForVS   =   HightPixel + V_BackPorch + V_FrontPorch;
    always @(  posedge PixelClk or negedge nRST  )begin
        if( !nRST ) begin
            ty <= 16'b0;    
            tx <= 16'b0;
            frame <= 8'd0;
        end else 
        begin 
            if(x == PixelForHS) begin
                tx <= 16'b0;
                ty <= ty + 1'b1;
            end else if(y == LineForVS) begin
                ty <= 16'b0;
                tx <= 16'b0;
                frame <= frame + 8'b1;
            end else
                tx <= tx + 1'b1;
            x <= tx - H_BackPorch;
            y <= ty - V_BackPorch;
        end
    end
	reg			[9:0]  Data_R;
	reg			[9:0]  Data_G;
	reg			[9:0]  Data_B;
    always @(  posedge PixelClk or negedge nRST  )begin
        if( !nRST ) begin
			Data_R <= 9'b0;
			Data_G <= 9'b0;
			Data_B <= 9'b0;
        end else begin
			end
	end
    assign  LCD_HSYNC = (( tx >= H_Pluse)&&( tx <= (PixelForHS-H_FrontPorch))) ? 1'b0 : 1'b1;
	assign  LCD_VSYNC = ((( ty  >= V_Pluse )&&( ty  <= (LineForVS-0) )) ) ? 1'b0 : 1'b1;
    assign  valid = LCD_DE;
    assign  LCD_DE = (  ( tx >= H_BackPorch )&&
                        ( tx <= PixelForHS-H_FrontPorch ) &&
                        ( ty >= V_BackPorch ) &&
                        ( ty <= LineForVS-V_FrontPorch-1 ))  ? 1'b1 : 1'b0;
    assign  LCD_R   =   !data[7] ? 5'd0 :  5'b11111; 
    assign  LCD_G   =   !data[7] ? 5'd0 : 6'b111111; 
    assign  LCD_B   =   !data[7] ? 5'd0 :  5'b11111; 
endmodule
</file>
<file path="design/flow/config.mk">
export PLATFORM = sky130hd
export DESIGN_NAME = LCD
export DESIGN_NICKNAME = LCD
export VERILOG_FILES = /design/flow/design.v
export SDC_FILE = /design/flow/constraint.sdc
export NUM_CORES = 4
export LEC_CHECK = 1
export CORE_UTILIZATION = 30
</file>
<file path="design/flow/run.sh">
#!/bin/bash
# OpenROAD 26Q1-2900-gdf79404cd8, Yosys 0.63+post, stock flow scripts
make -C /OpenROAD-flow-scripts/flow DESIGN_CONFIG=/design/flow/config.mk WORK_HOME=/design/flow/orfs finish
</file>
==> flow_metrics.tcl <==
# flow metrics
set metrics [dict create \
    outcome "completed" \
    synth.top_cells.by_area "sky130_fd_sc_hd__edfxtp_1 (27%), sky130_fd_sc_hd__dfrtp_1 (23%), sky130_fd_sc_hd__buf_4 (4.1%), sky130_fd_sc_hd__xnor2_1 (4.0%), sky130_fd_sc_hd__ha_1 (2.9%)" \
    drt_iter0_drc 113 \
    cts_tree "done" \
    worstSkewPairLatency_ns 0.32 \
    worst_path_largest_cell_delay_ns 0.54 \
    crit_slowest_cell "sky130_fd_sc_hd__or4_1" \
    synthFlopType "sky130_fd_sc_hd__edfxtp_1" \
    hold_viol_final 0 \
    numPortBuffers 37 \
    ctsRootBufferMaster "sky130_fd_sc_hd__clkbuf_16" \
    worst_slack_ns 0.0700 \
    cp_cell_sequence "or4_1 > nor2_2 > o31ai_1 > a221o_1 > clkdlybuf4s50_1" \
    synthDominantCellAreaShare_pct 27.5 \
    yosysChipArea_sq_mm 0.00350 \
    core-area_sq_mm 0.0114 \
    worstSetupPathType "reg2out" \
    grt_overflow 0 \
    die_height_um 110 \
    postSynthCellCount 314 \
    synth_area_leader_cell "sky130_fd_sc_hd__edfxtp_1" \
    postLayoutCoreUtil_pct 37.3 \
    final_period_demand_of_the_worst_path_ns 2.83 \
    relSlewSlack_pct 59.1 \
    holdCritPathClass "in2async" \
    post_route_fraction_of_the_period_consumed_by_the_critical_path_pct 97.6 \
    yosys-stat-cells 314 \
    gr-usage-all-layers_pct 12.5 \
    cts_hold_buffers 0 \
    timing.critical_path.to_type "output port" \
    timing.max_cap.violations 0 \
    crit_required_ns 2.32 \
    cp.buffers_inverters 1 \
    vias_per_cell 4.94 \
    dp.cells 463 \
    setup_violations 0 \
    grt_pass1_vias 2350 \
    route.vias.total 2426 \
    cts.sink_count 64 \
    synth-async-reset-ratio_pct 50.0 \
    post_place_setup_slack_ns 0.310 \
    area_growth_pct 21.1 \
    ctsHtreeMaxLevel 3 \
    yosys.stat.seqShare_pct 50.3 \
    die_x_um 110 \
    timing_worst_slew_pin_value_ns 0.605 \
    num_rows 39 \
    cp.arrival_ns 2.25 \
    postRouteWirelength_mm 6.92 \
    synthesis.area_sq_mm 0.00350 \
    setup_tns_ns 0 \
    power-per-cell-area_mw_per_mm2 638 \
    finClkSkew_ns 0.00413 \
    clk_pin_slew_ns 0.05 \
    ys_flops 64 \
    fmax_mhz 353 \
    drv_slew 0 \
    dp.final_hpwl_mm 4.53 \
    warning_count 38 \
    clock_buffer_depth 2 \
    drt-pass1-iter-count 4 \
    worst_ir_drop_vdd_mv 0.290 \
    antenna_cells_inserted 0 \
    overall_die_area_sq_mm 0.0121 \
    maximum_number_of_pins_on_one_net_before_global_route_repair 46 \
    avgRoutedWirePerCell_um 14.1 \
    worstPathMaxFanout 5 \
    finalWeightedCongestion 0.868 \
    initial_core_util_pct 30.8 \
    grt_antenna_before_repair 0 \
    synthesis.yosys.warnings 2 \
    edf_count 32 \
    ant_nets 0 \
    fin_cells 491 \
    synth_cell_types 46 \
    finished_cell_area_sq_mm 0.00424 \
    average_size_of_a_mapped_cell_sq_um 11.1 \
    top_level_ports 63 \
    grt_first_pass_wirelength_mm 11.5 \
    post_dp_cell_area_sq_mm 0.00377 \
    cell_family_contributing_the_most_delay_on_the_critical_path "simple AND/OR/NAND/NOR gates" \
    numCtsBuffers 9 \
    start_kind "flip-flop" \
    layout-drive-gt1-share_pct 15.2 \
    p_leak_uw 0.00163 \
    post-route-drc-count 0 \
]
final timing paths:
kind                            cells past startpoint                from                end  slack (ns)
max in group asynchronous                           2                nRST  ty[7]$_DFFE_PN0P_        2.08
worst min-delay path                                1                nRST   tx[15]$_DFF_PN0_        0.22
worst min register to register                      0  ty[15]$_DFFE_PN0P_    y[15]$_DFFE_PP_        0.52
worst max-delay path                                5   ty[7]$_DFFE_PN0P_          LCD_VSYNC        0.07
worst max register to register                      4      y[1]$_DFFE_PP_  ty[8]$_DFFE_PN0P_        0.89
min in group clk0                                   0  ty[15]$_DFFE_PN0P_    y[15]$_DFFE_PP_        0.52
cell usage after synthesis, types with 2 or more instances:
library cell	instances
sky130_fd_sc_hd__ha_1	8
sky130_fd_sc_hd__buf_2	7
sky130_fd_sc_hd__inv_1	10
sky130_fd_sc_hd__a211o_1	3
sky130_fd_sc_hd__xnor2_1	16
sky130_fd_sc_hd__mux2i_1	8
sky130_fd_sc_hd__a41oi_1	2
sky130_fd_sc_hd__xor2_1	11
sky130_fd_sc_hd__nor3_1	12
sky130_fd_sc_hd__nor4bb_1	2
sky130_fd_sc_hd__nor4b_1	6
sky130_fd_sc_hd__and3_1	5
sky130_fd_sc_hd__clkbuf_1	3
sky130_fd_sc_hd__and2_1	4
sky130_fd_sc_hd__and4_1	7
sky130_fd_sc_hd__buf_4	19
sky130_fd_sc_hd__o21bai_1	2
sky130_fd_sc_hd__a31oi_1	5
sky130_fd_sc_hd__o21ai_0	8
sky130_fd_sc_hd__nor2_1	23
sky130_fd_sc_hd__buf_6	3
sky130_fd_sc_hd__nand2_1	19
sky130_fd_sc_hd__dfrtp_1	32
sky130_fd_sc_hd__nor4_1	11
sky130_fd_sc_hd__or4_1	2
sky130_fd_sc_hd__nand4_1	12
sky130_fd_sc_hd__nand3_1	12
sky130_fd_sc_hd__edfxtp_1	32
sky130_fd_sc_hd__or3_1	2
sky130_fd_sc_hd__clkbuf_8	6
sky130_fd_sc_hd__a21oi_1	7
area by class of cell:
class,count,area (sq um)
Sequential cell,64,1770
Clock buffer,12,246
Clock inverter,4,68.8
Multi-Input combinational cell,200,1400
Fill cell,1078,7130
Timing Repair Buffer,58,536
Inverter,10,37.5
Tap cell,143,179
worst reg2reg max path: stages, from the launching register on:
cell,delay (ns)
sky130_fd_sc_hd__edfxtp_1,0.38
sky130_fd_sc_hd__nor4bb_1,0.34
sky130_fd_sc_hd__nand4_1,0.48
sky130_fd_sc_hd__and2_1,0.39
sky130_fd_sc_hd__a211o_1,0.30
flip-flops by register name, summed over array words and instances (netlist names):
| signal | flops |
|---|---|
| ty | 16 |
| x | 16 |
| tx | 16 |
| y | 16 |
where the power goes:
part           internal [uW]  leakage, uW  total [uW]  switching (uW)
logic                    220     0.000748         357             137
clock network            771     0.000154        1140             366
registers               1070     0.000728        1210             141
total                   2060      0.00163        2710             645
what timing repair did:
action	in CTS	in global routing
endpoints found under the setup margin	2	4
resized	3	14
setup buffers	5	7
pin swaps	0	4
placed cells by master (no fill, tap or decap), types with 11 or more instances in the layout:
| cell type | instances |
|---|---|
| sky130_fd_sc_hd__nor3_1 | 11 |
| sky130_fd_sc_hd__nand2_1 | 19 |
| sky130_fd_sc_hd__xor2_1 | 11 |
| sky130_fd_sc_hd__nor2_1 | 22 |
| sky130_fd_sc_hd__clkdlybuf4s50_1 | 36 |
| sky130_fd_sc_hd__dfrtp_1 | 24 |
| sky130_fd_sc_hd__nand3_1 | 12 |
| sky130_fd_sc_hd__xnor2_1 | 16 |
| sky130_fd_sc_hd__buf_4 | 20 |
| sky130_fd_sc_hd__nand4_1 | 12 |
| sky130_fd_sc_hd__edfxtp_1 | 32 |
cell families after synthesis:
family / synth area share [%]
simple gates: 20.0
flops: 50.3
buf+inv: 11.1
compound gates: 6.61
xor+xnor: 6.76
mux: 2.29
fa+ha+maj: 2.86
layer usage:
layer | routed length, um | vias up | GRT usage (%)
li1 | - | 1189 | -
met1 | 3090 | 1166 | 18.0
met2 | 3380 | 59 | 20.7
met3 | 352 | 12 | 2.34
met4 | 97 | 0 | 2.19
met5 | 0 | - | 0
stage by stage:
| stage | total power (uW) | hold WS [ns] |
|---|---|---|
| finish | 2710 | 0.215 |
| global route | 2830 | 0.243 |
| CTS | 2710 | 0.230 |
| detailed placement | 1570 | 0.501 |
| global placement | 1570 | 0.498 |
| floorplan | 1410 | 0.284 |
No activity file was given, so power comes from the tool's default toggle rates.
